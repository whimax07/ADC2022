==> ./design.v <==
`timescale 1ns / 1ps
module strategy_computer ( other_move, strategy, compute, strategy_move );
    input [1:0] other_move;
    input [1:0] strategy;
    input compute;
    output [1:0] strategy_move;
    reg [8:0] strategy_lookup_1 = 9'b011110101;
    reg [8:0] strategy_lookup_0 = 9'b110101011;
    assign strategy_move[1] = strategy_lookup_1[(other_move-1) + 3*(strategy-1)];
    assign strategy_move[0] = strategy_lookup_0[(other_move-1) + 3*(strategy-1)];
endmodule
module mux2_2 ( i0, i1, s, o );
    input [1:0] i0;
    input [1:0] i1;
    input s;
    output [1:0] o;
    assign o[1] = (i0[1] & ~s) | (i1[1] & s);
    assign o[0] = (i0[0] & ~s) | (i1[0] & s);
endmodule 
module day2_top( player1_input, player2_raw_input, play, player1_score, player2_score, sekrit_mode );
    input [1:0] player1_input;
    input [1:0] player2_raw_input;
    input play;
    output [15:0] player1_score;
    output [15:0] player2_score;
    input sekrit_mode;
    localparam INVALID = 2'b00, ROCK = 2'b01, PAPER = 2'b10, SCISSORS = 2'b11;
    reg [15:0] player1_score_sum = 16'b0;
    reg [15:0] player2_score_sum = 16'b0;
    reg game_valid = 1'b1;
    wire [1:0] player2_sekrit_input;
    strategy_computer ultra_top_secret_strategy_guide (
        .other_move(player1_input),
        .strategy(player2_raw_input),
        .compute(play),
        .strategy_move(player2_sekrit_input)
    );
    wire [1:0] player2_input;
    mux2_2 mode_selector (
        .i0(player2_raw_input),
        .i1(player2_sekrit_input),
        .s(sekrit_mode),
        .o(player2_input)
    );
    assign player1_score = player1_score_sum;
    assign player2_score = player2_score_sum;
    always @ (posedge play)
    begin
        if (player1_input == INVALID | player2_input == INVALID)
            game_valid <= 1'b0;
        if (~game_valid)
        begin
            player1_score_sum <= 16'bx;
            player2_score_sum <= 16'bx;
        end
        else
        begin
            if (player1_input == player2_input)
            begin
                player1_score_sum <= player1_score_sum + player1_input + 3;
                player2_score_sum <= player2_score_sum + player2_input + 3;
            end
            else
            begin
                if (player1_input > player2_input)
                begin
                    if (player2_input == ROCK & player1_input == SCISSORS)
                    begin
                        player2_score_sum <= player2_score_sum + player2_input + 6;
                        player1_score_sum <= player1_score_sum + player1_input;
                    end
                    else
                    begin
                        player1_score_sum <= player1_score_sum + player1_input + 6;
                        player2_score_sum <= player2_score_sum + player2_input;
                    end
                end
                else
                begin
                    if (player1_input == ROCK & player2_input == SCISSORS)
                    begin
                        player1_score_sum <= player1_score_sum + player1_input + 6;
                        player2_score_sum <= player2_score_sum + player2_input;
                    end
                    else
                    begin
                        player2_score_sum <= player2_score_sum + player2_input + 6;
                        player1_score_sum <= player1_score_sum + player1_input;
                    end
                end
            end
        end
    end
endmodule
==> ./run.sh <==
#!/bin/bash
# OpenROAD 26Q1-2900-gdf79404cd8, Yosys 0.63+post, stock flow scripts
make -C /OpenROAD-flow-scripts/flow DESIGN_CONFIG=/design/flow/config.mk WORK_HOME=/design/flow/orfs finish
==> ./config.mk <==
export PLATFORM = sky130hd
export DESIGN_NAME = day2_top
export DESIGN_NICKNAME = day2_top
export VERILOG_FILES = /design/flow/design.v
export SDC_FILE = /design/flow/constraint.sdc
export NUM_CORES = 4
export LEC_CHECK = 1
export CORE_UTILIZATION = 30
==> ./constraint.sdc <==
current_design day2_top

set clk_period 7.5
set clk_io_pct 0.2

create_clock -name clk0 -period $clk_period [get_ports {play}]

set non_clock_inputs [all_inputs -no_clocks]
set_input_delay [expr $clk_period * $clk_io_pct] -clock clk0 $non_clock_inputs
set_output_delay [expr $clk_period * $clk_io_pct] -clock clk0 [all_outputs]
==> results.tsv <==
metric	value	unit
status	finished, final reports clean	
Setup crit start kind	input port	
FMAX	147	MHz
core area	8850	µm²
Worst-Margin Slew	0.534	ns
Cell Type Count	64	
fin crit share	91.0	%
Pre-antenna DRT Iters	15	
Total GRT Usage	12.7	%
vias in the first global route	2190	
Routed WL per cell	12.0	µm
Hold WS	0.465	ns
initial antenna violation count	0	
first-pass GRT wire length	10100	µm
unrepaired setup endpoints after global routing	no	
CP endpoint kind	register	
Worst Setup Path Type	in -> reg	
clock root buffer master	clkbuf_8	
Filler Cells Inserted	885	
# Max-Cap Violations	0	
IO Count	38	
Worst VDD drop	0.190	mV
CTS tree	built	
DRC viols	0	
cts hold-fix bufs	0	
Worst Clk Skew	0.00595	ns
die footprint	9620	µm²
largest net degree at the start of global routing	14	
total CTS buffers	5	
Critical Path RT	7.67	ns
tool warnings	34	
Synth Seq Share	23.1	%
#FFs+latches synth	32	
Yosys Instances	334	
slew margin rel.	64.4	%
htree depth	2	
post-layout min period	6.82	ns
min-delay worst type	reg -> reg	
CTS resizes	0	
synthesized instance count	334	
FP Util	31.3	%
clk slew on worst S/H paths	0.07	ns
Slew Limit Fails	0	
Post-CTS Setup Bufs	0	
sum of negative setup slack	0	ns
Critical Path AT	6.99	ns
gr ovfl total	0	
power per cell area	324	nW/µm²
Yosys Chip Area	2770	µm²
Ys Warns	2	
share of cells above drive strength 1	6.97	%
DPL Wire Length	4470	µm
Syn-to-layout area delta	21.6	%
ys flop type	dfxtp_1	
maximum buffer depth of the clock tree	2	
row cnt	34	
Fin. Hold Viols	0	
Crit Path Max Fanout	6	
worst skew pair latency	0.28	ns
Syn Area/Cell	8.29	µm²
number of enable flip-flop cells	0	
Die H	98.1	µm
Post-Route WL	5770	µm
I/O Buffers	37	
final core occ	38.1	%
Synth async-reset ratio	0	%
Final Setup Violations	0	
number of DRC markers in iteration 0	52	
via count	2331	
Sink Count	32	
Die W	98.1	µm
vias per cell	4.85	
RePlAce Congestion	0.865	
Mapped Area	2770	µm²
antenna violation net count after detailed routing	0	
P_leak	1.28	nW
Total Power	1.09	mW
ANT cells	0	
final timing paths:
path	end	start	depth (start not counted)	slack, ns
max	player2_score_sum[14]	player1_input[1]	25	0.68
max reg2reg	player2_score_sum[14]	player2_score_sum[0]	12	4.47
min	player1_score_sum[15]	player1_score_sum[15]	1	0.46
min reg2reg	player1_score_sum[15]	player1_score_sum[15]	1	0.46
cell type report:
type	instances	area, µm²	share of cell area [%]
timing repair buffer	38	378	11.2
tap	108	135	4.01
clock buffer	5	68.8	2.04
multi-input combinational	268	2000	59.4
clock inverter	3	42.5	1.26
inverter	27	101	3.01
sequential	32	641	19.0
synthesized netlist by cell type, types with 2 or more instances:
master,instances,area [µm²]
a21o_1,3,22.5
a21oi_1,15,75.1
a32oi_1,2,17.5
and2_1,2,12.5
and3_1,4,25.0
clkbuf_1,7,26.3
dfxtp_1,32,641
fa_1,3,60.1
ha_1,24,300
inv_1,26,97.6
nand2_1,25,93.8
nand2b_1,8,50.1
nand3_1,3,15.0
nand3b_1,5,37.5
nand4_1,7,43.8
nor2_1,31,116
nor3_1,13,65.1
nor3b_1,6,45.0
o2111ai_1,4,35.0
o211ai_1,2,15.0
o21ai_0,14,70.1
o21bai_1,2,15.0
o22ai_1,2,12.5
or3_1,7,43.8
xnor2_1,37,324
xor2_1,12,105
registers in the layout, summed over array words and instances (netlist names):
name	count
player1_score_sum	16
player2_score_sum	16
report_power, final:
group	internal [mW]	switching, mW	total [mW]
Sequential	0.227	0.0783	0.305
Combinational	0.309	0.313	0.622
Clock	0.0983	0.0666	0.165
layer usage:
| layer | up-vias | track usage, % | share of wire, % |
|---|---|---|---|
| met1 | 1036 | 19.1 | 52 |
| met2 | 40 | 20.4 | 44 |
| li1 | 1248 | - | - |
| met4 | 0 | 1.28 | 0.83 |
| met3 | 7 | 1.67 | 3.2 |
| met5 | - | 0 | 0 |
worst max-delay path: stages:
cell and delay, ns:
clkdlybuf4s50_1 0.60, inv_1 0.12, ha_1 0.31, xnor2_1 0.20
xnor2_1 0.14, ha_1 0.18, inv_1 0.05, fa_1 0.40
nor3b_1 0.16, o211ai_1 0.18, o311a_1 0.23, o21ai_4 0.09
o22ai_1 0.22, ha_1 0.23, inv_1 0.06, fa_1 0.46
inv_1 0.12, nand4_1 0.23, nor3b_1 0.25, a21oi_1 0.09
o22ai_1 0.24, nand3b_1 0.15, o21bai_1 0.21, or4_4 0.44
xnor2_2 0.14
metrics by stage:
stage,setup slack [ns],instance area [µm²],std cells
final,0.677,3370,481
after detailed placement,0.358,3260,473
after global routing,0.224,3370,481
after global placement,0.523,3260,473
after floorplan,1.32,2770,334
after CTS,0.660,3370,481
cell families (layout without fill, tap and decap cells):
family                   Yosys count  after routing  share of synthesized area (%)
buffers and inverters             34             73                           4.61
multiplexers                       1              1                          0.361
flip-flops                        32             32                           23.1
AND-OR/OR-AND                     68             68                           19.3
adder cells (fa/ha/maj)           27             27                           13.0
AND/OR/NAND/NOR                  122            122                           23.5
XOR/XNOR                          50             50                           16.1
placed cells by master (no fill, tap or decap), drive strengths merged, types with 12 or more instances in the layout:
master and count:
dfxtp 32, a21oi 16, nand2 26, xor2 12, inv 27, nor3 13
xnor2 38, o21ai 17, ha 24, clkdlybuf4s50 37, nor2 31
Power is estimated from default activity; no workload was simulated.
