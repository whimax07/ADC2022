==> flow/design.v <==
`timescale 1ns / 1ps
module day1_top( par_input, next_val, highest_val_index, highest_val_sum, top_three_val_sum, second_highest_val_index, third_highest_val_index );
    input [31:0] par_input;
    input next_val;
    output [15:0] highest_val_index;
    output [31:0] highest_val_sum;
    output [31:0] top_three_val_sum;
    output [15:0] second_highest_val_index;
    output [15:0] third_highest_val_index;
    reg [31:0] highest_sum = 32'b0;
    reg [31:0] second_highest_sum = 32'b0;
    reg [31:0] third_highest_sum = 32'b0;
    reg [31:0] current_sum = 32'b0;
    reg [15:0] highest_index = 16'b0;
    reg [15:0] second_highest_index = 16'b0;
    reg [15:0] third_highest_index = 16'b0;
    reg [15:0] current_index = 16'b0;
    assign highest_val_sum = highest_sum;
    assign highest_val_index = highest_index;
    assign top_three_val_sum = highest_sum + second_highest_sum + third_highest_sum;
    assign second_highest_val_index = second_highest_index;
    assign third_highest_val_index = third_highest_index;
    always @ (posedge next_val)
    begin
        if (par_input == 32'b0)
        begin
            current_index <= current_index + 1;
            current_sum <= 32'b0;
        end
        else
        begin
            current_sum <= current_sum + par_input;
            if (current_sum + par_input > highest_sum)
            begin
                highest_sum <= current_sum + par_input;
                highest_index <= current_index;
                if (highest_index != current_index)
                begin
                    second_highest_sum <= highest_sum;
                    second_highest_index <= highest_index;
                    third_highest_sum <= second_highest_sum;
                    third_highest_index <= second_highest_index;
                end
            end
            else
            begin
                if (current_sum + par_input > second_highest_sum)
                begin
                    second_highest_sum <= current_sum + par_input;
                    second_highest_index <= current_index;
                    if (second_highest_index != current_index)
                    begin
                        third_highest_sum <= second_highest_sum;
                        third_highest_index <= second_highest_index;
                    end
                end
                else
                begin
                    if (current_sum + par_input > third_highest_sum)
                    begin
                        third_highest_sum <= current_sum + par_input;
                        third_highest_index <= current_index;
                    end
                end
            end
        end
    end
endmodule
==> flow/run.sh <==
#!/bin/bash
# OpenROAD 26Q1-2900-gdf79404cd8, Yosys 0.63+post, stock flow scripts
make -C /OpenROAD-flow-scripts/flow DESIGN_CONFIG=/design/flow/config.mk WORK_HOME=/design/flow/orfs finish
==> flow/config.mk <==
export PLATFORM = sky130hd
export DESIGN_NAME = day1_top
export DESIGN_NICKNAME = day1_top
export VERILOG_FILES = /design/flow/design.v
export SDC_FILE = /design/flow/constraint.sdc
export NUM_CORES = 4
export LEC_CHECK = 1
export CORE_UTILIZATION = 30
==> flow/constraint.sdc <==
current_design day1_top

set clk_period 50.3
set clk_io_pct 0.2

create_clock -name clk0 -period $clk_period [get_ports {next_val}]

set non_clock_inputs [all_inputs -no_clocks]
set_input_delay [expr $clk_period * $clk_io_pct] -clock clk0 $non_clock_inputs
set_output_delay [expr $clk_period * $clk_io_pct] -clock clk0 [all_outputs]
==> results.ini <==
[status]
status = complete, no violations

[sta]
maxSlewHeadroom = 0.449
max_freq_mhz = 58.9
finalCriticalPeriod_ps = 16970
tightest_slew_ps = 827
finalMaxSlewViolations = 0
rsz0062_at_grt = false
tns_ps = 0
min_period_over_period = 0.337
hold_viol_final = 0
fin_ws_ps = 33330
setup_violations = 0
fin_worst_skew_ps = 23.5

[yosys]
simple_gate_area_frac = 0.0971
synth-async-reset-ratio = 0
edf_count = 160
avgSynthCellArea_sq_um = 10.6
fa_ha_area_frac = 0.193
xor_area_frac = 0.0674
top_cells_by_count = 160 x edfxtp_1, 158 x ha_1, 127 x inv_1
synthTopCellsByArea = edfxtp_1 35%, ha_1 14%, mux2_2 5.0%, fa_1 4.8%, dfxtp_1 4.7%
ys_cells = 1283
top_cell = edfxtp_1
ys_types = 63
synth_area_sq_um = 13600
top_area_cell = edfxtp_1
yosys.stat.seqShare = 0.399
ys.flop_type = edfxtp_1
ys_top_logic_family = adder cells
synth-warning-count = 1
ys_sh_mux = 0.0537
ys.flops = 192
ys_sh_aoi = 0.143
yosysChipArea_sq_um = 13600
syn_inst = 1283
synth.top_cell.area_share = 0.352

[clock_tree]
cts-buffers-inserted = 17
cts_tree = built
cts_resized = 0
cts_max_path_buffers = 2
path_clk_slew_ps = 90
worstSkewPairLatency_ps = 450
cts.repair_timing.setup_buffer_count = 0
h-tree-depth = 4
cts.sinks = 192
cts_root_buffer = clkbuf_16
hold_buffers = 0

[detailed_routing]
vias_per_cell = 4.97
antennaDiodeCount = 0
vias = 10100
drt-initial-drc-count = 678
routed_wl_um = 37600
firstDrtPassIters = 5
ant_nets = 0
wl_per_cell_um = 18.5
drc = 0

[worst_setup_path]
path_cells = clkdlybuf4s50_1 > ha_1 > fa_1 > a211oi_2 > o211ai_2 > o211a_1 > o21ai_1 > a31o_2 > o21ai_1 > or3_1 > xor2_1 > ha_1 > nand4_1 > nor4_1 > nand2_1 > o21ai_4 > buf_4 > buf_4 > o22ai_1 > a21oi_4 > buf_4
crit_fanout = 45
crit_path_max_incr_delay_ps = 580
rr_worst_depth = 20
crit_path_frequent_cell = buf_4
start_kind = input port
slowest_stage = a21oi_4
arrival_ps = 17040
crit_required_ps = 50370
end_kind = flip-flop
worstSetupPathType = in -> reg

[floorplan]
ios = 145
num_rows = 77
die_w_um = 215
fp_util = 0.306
die_h_um = 215
die_area_sq_um = 46300
core-area_sq_um = 44500

[global_routing]
gr-total-overflow = 0
first_global_vias = 10200
grt_usage = 0.170
grt_max_degree = 59
grt_antenna_before_repair = 1
grt_first_pass_wirelength_um = 58300

[worst_hold_path]
hold_path_class = reg -> reg
hold_depth = 1

[layout]
fillers = 4313
layout-drive-gt1-share = 0.0996
area_growth_pct = 21.3

[place]
port_buffers = 144
dpl_worst_slack_ps = 32960
gp_congestion = 0.937
place_hpwl_um = 29600

[job]
warning_count = 25
cap_viol_max_count = 0

==> cells in the final DEF, fill, tap and decap left out, types with 4 or more instances in the layout <==
master / count
edfxtp_1: 160
ha_1: 158
clkdlybuf4s50_1: 144
inv_1: 127
a21oi_1: 84
nand2_1: 68
nor2_1: 62
mux2_2: 61
xor2_1: 58
a21o_1: 54
o21ai_0: 51
xnor2_1: 47
nand4_1: 33
fa_1: 33
dfxtp_1: 32
nor2b_1: 28
buf_4: 24
nor4_1: 20
nand3_1: 18
clkbuf_16: 17
o21a_1: 15
o21ai_1: 15
o211ai_1: 10
and3_1: 10
a31oi_1: 8
inv_12: 8
a211oi_1: 7
nor3_1: 7
a221o_1: 6
and2_1: 5
o21bai_1: 5
and4_1: 4
o21ai_2: 4
==> kinds of logic (layout without fill, tap and decap cells) <==
kind of cell | after synthesis | after routing
simple gates | 268 | 268
buf+inv | 164 | 327
xor+xnor | 105 | 105
flops | 192 | 192
compound gates | 298 | 298
mux | 65 | 65
fa+ha+maj | 191 | 191
==> metrics by stage <==
stage / area, sq um / util / instances / hold slack [ps]
after floorplan: 13600 / - / 1283 / 424
after global placement: 15900 / 0.357 / 2006 / 590
after detailed placement: 15900 / 0.357 / 2006 / 583
after CTS: 16600 / 0.372 / 2038 / 605
after global routing: 16600 / 0.372 / 2038 / 641
final: 16600 / 0.372 / 2038 / 608
==> critical path, delay by kind of cell <==
kind	cells	cell delay, ps
compound gates	9	2480
xor+xnor	1	490
fa+ha+maj	3	950
buf+inv	4	1930
simple gates	4	1080
==> path summary, 6_finish.rpt <==
path                                      from               endpoint  slack, ps
worst max-delay path              par_input[0]  third_highest_sum[31]      33330
worst min register to register  current_sum[0]         highest_sum[0]        610
worst max register to register  current_sum[0]  third_highest_sum[31]      43120
worst min-delay path            current_sum[0]         highest_sum[0]        610
==> sequential cells by signal (all words and copies together), names as in the netlist <==
name and count:
current_index 16, current_sum 32, highest_index 16, highest_sum 32, second_highest_index 16, second_highest_sum 32
third_highest_index 16, third_highest_sum 32
==> per-layer routing <==
layer / wire (um) / up-vias / track usage
li1: - / 4976 / -
met1: 17000 / 4826 / 0.244
met2: 17300 / 304 / 0.265
met3: 2730 / 27 / 0.0539
met4: 605 / 2 / 0.0222
met5: 13 / - / 0
==> final cells by class <==
type | instances | area, sq um | area share
tap | 592 | 741 | 0.0447
timing repair buffer | 168 | 1620 | 0.0980
sequential | 192 | 5450 | 0.329
inverter | 127 | 477 | 0.0288
clock buffer | 17 | 425 | 0.0257
multi-input combinational | 927 | 7620 | 0.460
clock inverter | 15 | 221 | 0.0134
